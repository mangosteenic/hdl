**flow/run.sh**
```bash
#!/bin/bash
# OpenROAD 26Q1-2900-gdf79404cd8, Yosys 0.63+post, stock flow scripts
make -C /OpenROAD-flow-scripts/flow DESIGN_CONFIG=/design/flow/config.mk WORK_HOME=/design/flow/orfs finish
```
**flow/design.v**
```verilog
`timescale 1ns / 1ps
module MAC(
    input clk,
    input reset,
    input start,
    input [7:0] a,
    input [7:0] b,
    output reg [7:0] out
    );
    assign sign_a = a[7];
    assign sign_b = b[7];
    assign exp_a = a[6:4];
    assign exp_b = b[6:4];
    assign frac_a = a[3:0];
    assign frac_b = b[3:0];
    always @(posedge clk) begin
        out[6:4] <= exp_a + exp_b;  
        out[3:0] <= frac_a * frac_b;  
        out[7] = sign_a ^ sign_b;  
    end
endmodule
`timescale 1ns / 1ps
module Matrix(
    input clk,
    input reset,
    input start,
    input a00, 
    input a01, 
    input a02, 
    input a10, 
    input a11, 
    input a12, 
    input a20, 
    input a21, 
    input a22, 
    input b00, 
    input b01, 
    input b02, 
    input b10, 
    input b11, 
    input b12, 
    input b20, 
    input b21, 
    input b22,
    output M1_out,
    output M2_out,
    output M3_out,
    output M4_out,
    output M5_out,
    output M6_out,
    output M7_out,
    output M8_out,
    output M9_out,
    output done
    );
    reg M1_start = 0;
    reg M2_start = 0;
    reg M3_start = 0;
    reg M4_start = 0;
    reg M5_start = 0;
    reg M6_start = 0;
    reg M7_start = 0;
    reg M8_start = 0;
    reg M9_start = 0;
    reg [7:0] in_M1a;
    reg [7:0] in_M1b;
    reg [7:0] in_M2b;
    reg [7:0] in_M3b;
    reg [7:0] in_M4a;
    reg [7:0] in_M7a;
    reg [2:0] count;
    always @(posedge clk) begin
        if(start) begin
            case(count)
                0: begin
                    M1_start <= 1;
                    in_M1a <= a00;
                    in_M1b <= b00;
                end
                1: begin
                    M2_start <= 1;
                    M4_start <= 1;
                    in_M1a <= a01;
                    in_M1b <= b10;
                    in_M2b <= b01;
                    in_M4a <= a10;
                end
                2: begin
                    M3_start <= 1;
                    M5_start <= 1;
                    M7_start <= 1;
                    in_M1a <= a02;
                    in_M1b <= b20;
                    in_M2b <= b11;
                    in_M3b <= b02;
                    in_M4a <= a11;
                    in_M7a <= a20;
                end
                3: begin
                    M1_start <= 0;
                    M6_start <= 1;
                    M8_start <= 1;
                    in_M2b <= b21;
                    in_M3b <= b12;
                    in_M4a <= a12;
                    in_M7a <= a21;
                end
                4: begin
                    M9_start <= 1;
                    M2_start <= 0;
                    M4_start <= 0;
                    in_M3b <= b22;
                    in_M7a <= a22;
                end
                5: begin
                    M3_start <= 0;
                    M5_start <= 0;
                    M7_start <= 0;
                end
                6: begin
                    M6_start <= 0;
                    M8_start <= 0;
                end
                7: begin
                    M9_start <= 0;
                end
                default: begin
                    M1_start <= 0;
                    M2_start <= 0;
                    M3_start <= 0;
                    M4_start <= 0;
                    M5_start <= 0;
                    M6_start <= 0;
                    M7_start <= 0;
                    M8_start <= 0;
                    M9_start <= 0;
                end
            endcase
            count <= count + 1;
        end
    end
    MAC M1(clk, reset, M1_start, in_M1a, in_M1b, M1_out);
    MAC M2(clk, reset, M2_start, M1_out, in_M2b, M2_out);
    MAC M3(clk, reset, M3_start, M2_out, in_M3b, M3_out);
    MAC M4(clk, reset, M4_start, in_M4a, M1_out, M4_out);
    MAC M5(clk, reset, M5_start, M4_out, M2_out, M5_out);
    MAC M6(clk, reset, M6_start, M5_out, M3_out, M6_out);
    MAC M7(clk, reset, M7_start, in_M7a, M4_out, M7_out);
    MAC M8(clk, reset, M8_start, M7_out, M5_out, M8_out);
    MAC M9(clk, reset, M9_start, M8_out, M6_out, M9_out);
endmodule
```
**flow/config.mk**
```make
export PLATFORM = sky130hd
export DESIGN_NAME = Matrix
export DESIGN_NICKNAME = Matrix
export VERILOG_FILES = /design/flow/design.v
export SDC_FILE = /design/flow/constraint.sdc
export NUM_CORES = 4
export LEC_CHECK = 1
export CORE_AREA = 10 10 98 98
export DIE_AREA = 0 0 108 108
```
**flow/constraint.sdc**
```tcl
current_design Matrix

set clk_period 2.5
set clk_io_pct 0.2

create_clock -name clk0 -period $clk_period [get_ports {clk}]

set non_clock_inputs [all_inputs -no_clocks]
set_input_delay [expr $clk_period * $clk_io_pct] -clock clk0 $non_clock_inputs
set_output_delay [expr $clk_period * $clk_io_pct] -clock clk0 [all_outputs]
```
==> qor.yml <==
outcome: "finished, final reports clean"
global_placer_s_final_weighted_congestion: 0.713
detailroute.wirelength.met2_microns: 756
grt_setup_unrepaired: "no"
coreArea_sq_mm: 0.00765
pwr-share-clk_pct: 34.0
die_area_sq_mm: 0.0117
number_of_h_tree_branching_levels: 1
post_drt_via_cell_ratio: 2.80
antenna_cells: 0
r2r-end: "in_M7a[0]"
yosysTopAreaCell: "sky130_fd_sc_hd__edfxtp_1"
yosysTopAreaCellShare_pct: 33.9
dr_total_vias: 544
finClkSkew_ns: 0.000467
layout.filler_cells: 841
met3_wirelength_microns: 197
setup.worst_path.start_class: "flop"
leakagePower_uw: 0.000460
grt_first_pass_wirelength_microns: 2760
number_of_port_buffers: 28
crit_chain: "inv_1 -> ha_1 -> a22o_2 -> mux2_4"
criticalPathCategory: "reg2reg"
antenna_found_initial: 0
distinct_lib_cells: 20
maxCapViolCount: 0
drc_violations_left: 0
worst_ir_drop_vdd_mv: 0.190
cts_made_buffers: 3
synthesized_instance_count: 62
p_comb_share_pct: 14.9
setup_viol: 0
drt-met1-wl_microns: 896
buffers_inserted_by_post_cts_timing_repair: 0
report.final.slew_viol_count: 0
seqCellArea_sq_um: 450
routedWlPerCell_microns: 9.54
synth.cell_area_sq_um: 797
r2r-start: "count[2]"
clock_sinks: 18
cp.arrival_ns: 1.70
cts_tree: "done"
hold_end: "M1.out[0]"
hold_path.class: "reg2reg"
clock_root_buffer: "sky130_fd_sc_hd__clkbuf_8"
endpoint_kind: "flop"
hold_viol: 0
design.portCount: 31
seq_power_share_pct: 51.0
routed_wl_microns: 1850
groute.usage.overall_pct: 3.10
cell_internal_pwr_uw: 537
clock.latency.late_pin_ns: 0.25
power_density_mw_per_mm2: 541
drtPass1Iterations: 2
whs_path_depth: 1
totalPowerFinal_uw: 672
min_period_ns: 1.70
reg2reg_depth: 4
comb_cell_area_sq_um: 302
floorplanUtilization_pct: 10.4
achievable-frequency_mhz: 588
yosys_area_sq_um: 797
largest-register: "count"
critical-path-slowest-cell: "sky130_fd_sc_hd__edfxtp_1"
hold_crit_start: "in_M1b[0]"
die_h_microns: 108
ant_nets: 0
worstPathRequired_ns: 2.50
power.share.switching_pct: 20.1
gr-total-overflow: 0
dp.final_hpwl_microns: 1610
final_common_cell: "sky130_fd_sc_hd__clkdlybuf4s50_1"
fp-row-count: 32
setup.reg_to_reg.worst_slack_ns: 0.80
yosys_cells: 62
synth_area_per_cell_sq_um: 12.9
crit_path_max_fanout: 10
clk_transition_reported_paths_ns: 0.06
highest_signal_layer: "met3"
fp.dieW_microns: 108
number_of_global_route_vias_before_repair: 584
flow.area_growth_from_synthesis_pct: 55.7
drive_gt1_share_pct: 10.9
grt_max_degree: 11
power.net_switching_uw: 135
synth_seq_share_pct: 56.5
yosys_reg_bits: 18
largest_reg_flops: 3
hold_buffers: 0
drt-initial-drc-count: 15
log.warning_count: 29
ctsResizeCount: 0
synth.area.top_cells: "sky130_fd_sc_hd__edfxtp_1 (34%), sky130_fd_sc_hd__dfxtp_1 (23%), sky130_fd_sc_hd__ha_1 (7.8%)"
final_layout_top_logic_cells: "sky130_fd_sc_hd__clkdlybuf4s50_1 (28), sky130_fd_sc_hd__dfxtp_1 (9), sky130_fd_sc_hd__and2_1 (9), sky130_fd_sc_hd__edfxtp_1 (9), sky130_fd_sc_hd__inv_1 (7)"
clock_path_buffers: 2
yosys_warnings: 30
critical_path.max_stage_delay_ns: 0.54
timing.setup.tns_ns: 0
post-route-period-util_pct: 68.0
==> metal layers <==
layer	GRT usage (%)	vias to the layer above
met1	4.10	244
met2	4.57	23
met4	0	0
met3	1.81	0
met5	0	-
li1	-	277
==> worst max-delay path: cells and delay by family, from the launching register on <==
kind,cells,cell delay (ns)
adders and majority gates,1,0.30
AOI/OAI and AO/OA,1,0.25
buffers and inverters,1,0.12
DFF,1,0.54
muxes,1,0.25
==> cell type report <==
type / instances / area share, %
Tap cell: 102 / 10.3
Clock buffer: 4 / 4.44
Sequential cell: 18 / 36.3
Timing Repair Buffer: 28 / 22.6
Multi-Input combinational cell: 35 / 24.3
Inverter: 7 / 2.12
==> kinds of logic after synthesis <==
family                     Yosys count  synth area share [%]
AOI/OAI and AO/OA                   12                  12.9
adders and majority gates            5                  7.85
muxes                                3                  5.65
and+or+nand+nor                     14                  11.0
buffers and inverters                9                  5.65
DFF                                 18                  56.5
other                                1                 0.471
==> stage by stage <==
step | instances | util [%] | cell area, sq um | setup WS (ns) | hold slack [ns]
after global placement | 190 | 15.5 | 1190 | 0.751 | 0.429
after global routing | 194 | 16.2 | 1240 | 0.680 | 0.468
after CTS | 194 | 16.2 | 1240 | 0.789 | 0.450
final | 194 | 16.2 | 1240 | 0.800 | 0.447
after floorplan | 62 | - | 797 | 0.924 | 0.406
after detailed placement | 190 | 15.5 | 1190 | 0.726 | 0.434
==> worst max path at each step <==
stage | from | endpoint | slack (ns) | cells after the start
4_1_cts | count[2] | in_M7a[0] | 0.79 | 4
5_1_grt | count[2] | in_M3b[0] | 0.68 | 4
6_report | count[2] | in_M7a[0] | 0.80 | 4
==> Yosys cell counts <==
master	instances
sky130_fd_sc_hd__conb_1	1
sky130_fd_sc_hd__mux2_4	3
sky130_fd_sc_hd__nand2_1	2
sky130_fd_sc_hd__dfxtp_1	9
sky130_fd_sc_hd__and2b_2	1
sky130_fd_sc_hd__o311a_1	1
sky130_fd_sc_hd__nand3b_1	2
sky130_fd_sc_hd__edfxtp_1	9
sky130_fd_sc_hd__a22oi_1	2
sky130_fd_sc_hd__o311ai_0	2
sky130_fd_sc_hd__inv_1	7
sky130_fd_sc_hd__and2_1	9
sky130_fd_sc_hd__o21bai_1	1
sky130_fd_sc_hd__o2bb2ai_1	2
sky130_fd_sc_hd__o21a_1	1
sky130_fd_sc_hd__a21boi_0	1
sky130_fd_sc_hd__buf_6	1
sky130_fd_sc_hd__ha_1	5
sky130_fd_sc_hd__a22o_2	2
sky130_fd_sc_hd__buf_4	1
==> power by group through the flow <==
stage                 combinational, uW  sequential (uW)  clock (uW)
after CTS                           102              343         237
after global routing                111              346         248
final                               100              343         229
Power is estimated from default activity; no workload was simulated.
