==> flow/design.v <==
`timescale 1ns / 1ps
module memory(clock, cs, we, address, data_in, data_out);
    input clock;
    input cs;
    input we;
    input[6:0] address;
    input[7:0] data_in;
    output[7:0] data_out;
    reg[7:0] data_out;
    reg[7:0] RAM[0:127];
    always @ (negedge clock)
    begin
        if ((we == 1) && (cs == 1))
            RAM[address] <= data_in[7:0];
        data_out <= RAM[address];
    end   
endmodule
==> flow/run.sh <==
#!/bin/bash
# OpenROAD 26Q1-2900-gdf79404cd8, Yosys 0.63+post, stock flow scripts
make -C /OpenROAD-flow-scripts/flow DESIGN_CONFIG=/design/flow/config.mk WORK_HOME=/design/flow/orfs finish
==> flow/config.mk <==
export PLATFORM = sky130hd
export DESIGN_NAME = memory
export DESIGN_NICKNAME = memory
export VERILOG_FILES = /design/flow/design.v
export SDC_FILE = /design/flow/constraint.sdc
export NUM_CORES = 4
export LEC_CHECK = 1
export CORE_UTILIZATION = 40
==> flow/constraint.sdc <==
current_design memory

set clk_period 15.1
set clk_io_pct 0.2

create_clock -name clk0 -period $clk_period [get_ports {clock}]

set non_clock_inputs [all_inputs -no_clocks]
set_input_delay [expr $clk_period * $clk_io_pct] -clock clk0 $non_clock_inputs
set_output_delay [expr $clk_period * $clk_io_pct] -clock clk0 [all_outputs]
==> metrics.sh <==
OUTCOME='complete, but fails checks'
FAILED_CHECKS='max-capacitance violations, max-slew violations'
POST-CTS-SETUP-BUFFER-COUNT=0
CPLARGESTDELAYFAMILY='AND-OR/OR-AND gates'
DRT-INITIAL-DRC-COUNT=2208
P_LEAK_uW=0.0203
VIAS_PER_CELL=5.63
DETAIL_ROUTE.WL_PER_CELL_UM=26.1
CRITICAL_PATH.CELL_CHAIN='buf_6 > buf_4 > or3b_2 > a21oi_1 > a2111oi_0 > buf_2 > a211oi_1 > a2111oi_0 > buf_4 > nor4_1'
GRT_PASS1_WL_UM=190000
DRT_PRE_ANTENNA_ITERS=10
SETUP_WS_NS=1.12
CP_DATA_REQUIRED_TIME_NS=8.08
FRACTION_OF_LAYOUT_INSTANCES_USING_A_DRIVE_STRENGTH_ABOVE_1_PCT=11.1
GP_CONGESTION=0.978
CORE_UTIL_FLOORPLAN_PCT=40.5
WORST_SETUP_PATH_END_KIND='flip-flop'
CAP_VIOLATIONS=1
TRACK_USAGE_PCT=27.9
LAY_TOP_COUNT='inv_1'
FINAL-MAX-SLEW-VIOLATION-COUNT=2
WORST-SETUP-PATH-TYPE='primary input to flip-flop'
DRT-TOTAL-WL_UM=131000
NUMBER_OF_WARNING_MESSAGES_IN_THE_LOGS=1027
DRT_DRC_VIOLATIONS_LEFT=0
SYN_AREA_UM2=40800
SYN_AREA_PER_CELL_UM2=16.4
FIN_WORST_SKEW_NS=0.0249
CRIT_BUF_INV=4
SYNTH.AREA.MUX_SHARE_PCT=4.45
CTS_TREE='yes'
DETAIL-ROUTE-ANTENNA-NETS=0
XOR_AREA_SHARE_PCT=0
HOLD_PATH_CLASS='flip-flop to flip-flop'
SYNTH_FLOP_COUNT=1032
TOTAL_POWER_uW=7400
SYNTH_SEQUENTIAL_AREA_RATIO_PCT=75.8
WORST_HOLD_STARTPOINT='RAM[107][3]$_DFFE_NP_'
SETUP_VIOL=0
IO_BUFFER_COUNT=25
CTS-HTREE-LEVELS=3
GRT_REMAINING_OVERFLOW=0
TIMING.CRITICAL_PATH.FANOUT_MAX=51
SYNTH_STAT.CELLS=2484
FINAL.FILL_COUNT=8021
FP-ROW-COUNT=116
DR_TOTAL_VIAS=28300
SYNTH_CELLS=2484
DIE_W_UM=321
SLOWEST_CELL_ON_THE_CRITICAL_PATH='a2111oi_0'
SYNTH_ASYNC_SR_FLOP_SHARE_PCT=0
DESIGN.CORE.AREA_UM2=101000
NUMBER_OF_BUFFERS_CREATED_BY_CTS=107
TIGHTESTPINTRANSITION_NS=1.52
SIMPLE_GATE_SHARE_PCT=4.64
FIRST_GLOBAL_VIAS=31600
OVERALL_CHIP_AREA_UM2=103000
POSTSYNTH.TOPFLOPCELL='edfxtp_1'
GRT_START_MAX_NET_PINS=74
CTS-ROOT-TO-SINK-BUFFERS=3
FF_LATCH_AREA_UM2=30900
UNREPAIRED_SETUP_ENDPOINTS_AFTER_GLOBAL_ROUTING='no'
CLOCK-ROOT-BUFFER='clkbuf_16'
CRITICAL-PATH-MAX-STAGE-DELAY_NS=1.09
FINAL_CELL_MIX='inv_1 (1057), edfxtp_1 (1024), nor2_1 (165), mux2i_1 (123), buf_4 (119)'
ADDER_CELL_SHARE_OF_THE_SYNTHESIZED_AREA_PCT=0
CRIT_PATH_START_KIND='primary input'
FLOW.AREA_GROWTH_FROM_SYNTHESIS_PCT=23.5
YS_TYPES=77
VDD_IR_DROP_MAX_uV=93.0
COMBGATEAREA_UM2=8940
SETUP_TOTAL_NEGATIVE_SLACK_NS=0
IOPINCOUNT=26
CTS-RESIZED-GATES=0
NUMBER_OF_ANTENNA_VIOLATIONS_AT_THE_FIRST_CHECK_IN_GLOBAL_ROUTING=5
WORST_R2R_STARTPOINT='RAM[86][5]$_DFFE_NP_'
CLOCK_TRANSITION_AT_PATH_REGS_NS=0.05
STARTPOINT='address[0]'
SYNTH.COMB.LARGEST_FAMILY='AND-OR/OR-AND gates'
SIGNAL_ARRIVAL_TIME_AT_THE_WORST_ENDPOINT_NS=6.96
DPL_WORST_SLACK_NS=0.626
DIE_H_UM=321
SYNTH_COMPOUND_GATE_AREA_SHARE_PCT=12.7
CTS-HOLD-FIX-BUFFERS=0
SYNTH-AREA-YOSYS_UM2=40800
DPL.HPWL_UM=76100
FINALHOLDVIOLATIONS=0
POWER.DENSITY_nW_PER_UM2=147
WORST_SKEW_PAIR.LATE_LATENCY_NS=0.68
CTS_SINKS=1032
SYNTHESIS.YOSYS.WARNINGS=1
SYNTH-EDFF-COUNT=1024
SLEW_HEADROOM_PCT=-2.49
[final timing paths]
kind                              end  slack [ns]  depth (start not counted)
hold / removal    data_out[3]$_DFF_N_        0.76                          4
setup / recovery  data_out[5]$_DFF_N_        1.12                         10
setup reg to reg  data_out[5]$_DFF_N_       11.93                          8
hold reg to reg   data_out[3]$_DFF_N_        0.76                          4
[per-layer routing]
layer | vias up | routed length [um] | track usage (%)
met1 | 13400 | 43000 | 30.6
met4 | 20 | 5060 | 12.5
met3 | 364 | 24800 | 25.5
met5 | - | 480 | 3.36
li1 | 12300 | - | -
met2 | 2194 | 57700 | 37.0
[through the flow]
stage               cells  utilization (%)  hold WS [ns]  cell area, um^2
CTS                  5018             50.1         0.770            50400
global route         5018             50.1         0.814            50400
finish               5020             50.1         0.765            50400
global placement     3787             42.5         0.739            42800
detailed placement   3788             42.5         0.752            42800
floorplan            2484                -         0.616            40800
[cells in the mapped netlist, drive strengths merged (10+ instances only)]
| library cell | n | share of area, % |
|---|---|---|
| buf | 132 | 1.8 |
| o221ai | 15 | 0.32 |
| nor2 | 168 | 1.6 |
| or3b | 12 | 0.26 |
| and3b | 12 | 0.26 |
| o22a | 17 | 0.37 |
| a21bo | 22 | 0.54 |
| a221o | 22 | 0.54 |
| a2111oi | 12 | 0.27 |
| a21oi | 91 | 1.1 |
| nor2b | 21 | 0.32 |
| nor3 | 20 | 0.25 |
| edfxtp | 1024 | 75 |
| a211oi | 26 | 0.48 |
| mux2i | 123 | 3.0 |
| a222oi | 21 | 0.52 |
| clkbuf | 64 | 0.59 |
| o22ai | 68 | 1.0 |
| a22oi | 107 | 2.0 |
| mux4 | 10 | 0.55 |
| a221oi | 79 | 1.7 |
| a22o | 55 | 1.2 |
| nand2b | 11 | 0.17 |
| a31oi | 14 | 0.21 |
| o21ai | 45 | 0.55 |
| o211ai | 14 | 0.26 |
| mux2 | 32 | 0.88 |
| nand3 | 25 | 0.31 |
| nand2 | 89 | 0.82 |
[cell type report]
type                    instances  area share (%)
multi-input cells            1248            17.8
repair buffers                143            2.36
well taps                    1357            3.37
clock inverters              1120            9.59
clock buffers                 111            5.51
inverters                       7          0.0546
diodes                          2         0.00993
flip-flops and latches       1032            61.4
[tightest hold or removal path: stages (launching register included)]
cell	delay [ns]
edfxtp_1	0.33
a221oi_1	0.07
o21ai_0	0.10
a32oi_1	0.10
o32ai_1	0.11
[flip-flops by register name (all words and copies together) (netlist names)]
register / flops
data_out: 8
RAM: 1024
[where the power goes]
| group | switching (uW) | internal (uW) |
|---|---|---|
| registers | 11.2 | 3180 |
| logic | 272 | 105 |
| clock network | 1780 | 2050 |
| total | 2060 | 5340 |
[cell families (layout without fill, tap and decap cells)]
logic type	after synthesis	in the layout
AND-OR/OR-AND	684	684
buffers and inverters	204	1381
multiplexers	165	165
other	0	2
flip-flops	1032	1032
AND/OR/NAND/NOR	399	399
Power is estimated from default activity; no workload was simulated.
