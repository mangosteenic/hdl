### design.v
`timescale 1ns / 1ps
module divider(clk100Mhz, threshold, slowClk);
  input clk100Mhz;  
  input [27:0] threshold;
  output reg slowClk;  
  reg[27:0] counter;
  initial begin
    counter = 0;
    slowClk = 0;
  end
  always @ (posedge clk100Mhz)
  begin
    if(counter >= threshold) begin
      counter <= 1;
      slowClk <= ~slowClk;
    end
    else begin
      counter <= counter + 1;
    end
  end
endmodule
`timescale 1ns / 1ps
module pulse_gen(START, MODE, CLK, RESET, slowClk, pulse);
    input START, CLK, RESET;
    input [1:0] MODE;
    output slowClk, pulse;  
    reg [27:0] threshold;
    wire slowClk;
    reg pulse_int;
    reg [7:0] seconds;
    reg [6:0] pulses;
    reg [6:0] sequence [0:144];
    divider d1 (CLK, threshold, slowClk);
    initial
    begin
        sequence[0] = 20;
        sequence[1] = 33;
        sequence[2] = 66;
        sequence[3] = 27;
        sequence[4] = 70;
        sequence[5] = 30;
        sequence[6] = 19;
        sequence[7] = 30;
        sequence[8] = 33;
        sequence[9] = 69;
        sequence[74] = 34;
        sequence[80] = 124;
        sequence[145] = 0;
    end
    always @(posedge slowClk or posedge RESET)
    begin
        if (RESET)
            pulse_int <= 0;
        else if (START && pulses > 0)
        begin
            pulse_int <= ~pulse_int;
            pulses <= pulses -1;
        end
        else
            pulse_int <= 0;
    end
    always @(posedge CLK or posedge RESET) 
    begin
        if (RESET)
        begin
            threshold <= 0;
            seconds <= 0;
        end
        else if (START)
        begin
            case (MODE)
                2'b00: threshold <= 1562500;  
                2'b01: threshold <= 781250;   
                2'b10: threshold <= 390625;   
                2'b11: begin
                    if (seconds < 145)
                    begin
                        pulses <= sequence[seconds];
                        seconds <= seconds + 1;
                    end
                    else
                        pulses <= 0;
                end
                default: threshold <= 0;
            endcase
        end
    end
    assign pulse = pulse_int;
endmodule
### run.sh
#!/bin/bash
# OpenROAD 26Q1-2900-gdf79404cd8, Yosys 0.63+post, stock flow scripts
make -C /OpenROAD-flow-scripts/flow DESIGN_CONFIG=/design/flow/config.mk WORK_HOME=/design/flow/orfs finish
### config.mk
export PLATFORM = sky130hd
export DESIGN_NAME = pulse_gen
export DESIGN_NICKNAME = pulse_gen
export VERILOG_FILES = /design/flow/design.v
export SDC_FILE = /design/flow/constraint.sdc
export NUM_CORES = 4
export LEC_CHECK = 1
export CORE_UTILIZATION = 30
### constraint.sdc
current_design pulse_gen

set clk_period 4.4
set clk_io_pct 0.2

create_clock -name clk0 -period $clk_period [get_ports {CLK}]

set non_clock_inputs [all_inputs -no_clocks]
set_input_delay [expr $clk_period * $clk_io_pct] -clock clk0 $non_clock_inputs
set_output_delay [expr $clk_period * $clk_io_pct] -clock clk0 [all_outputs]
==> impl_metrics.py <==
# Generated from Yosys and OpenROAD reports
metrics = {
    "yosys": {
        "top_cell_area_share": 0.181,
        "async_flop_share": 0.271,
        "xor_share": 0.0877,
        "yosys.area_share.simple": 0.175,
        "ys_sh_mux": 0.0178,
        "postSynthSeqShare": 0.456,
        "topCellsByArea": "dfxtp_1 18%, edfxtp_1 15%, dfrtp_1 13%",
        "edf_count": 15,
        "logic_family": "simple AND/OR/NAND/NOR gates",
        "synthAdderAreaFrac": 0.125,
        "synth-main-ff-cell": "dfxtp_1",
        "ys_ff": 59,
        "ys_cells": 299,
        "yosysWarnings": 2,
        "top_area_cell": "dfxtp_1",
        "synth_chip_area_sq_um": 3100,
        "synthDistinctLibCells": 48,
        "synth-compound-area-share": 0.0909,
    },
    "outcome": {
        "status": "aborted with a tool error",
        "haltStage": "synthesis",
        "tool.error": "ERROR: Found 7 problems in 'check -assert'.",
    },
}
cells in the mapped netlist, types with 10 or more instances:
library cell and n:
a21oi_1 13, dfrtp_1 16, dfxtp_1 28, edfxtp_1 15, ha_1 31, inv_1 21
nand2_1 23, nand3_1 11, nand4_1 10, nor2_1 14, nor3_1 21, o21ai_0 11
xnor2_1 14, xor2_1 17
cells by family after synthesis:
kind of cell    count (synthesis)
compound gates                 41
xor+xnor                       31
fa+ha+maj                      31
buf+inv                        30
flops                          59
mux                             5
other cells                     1
simple gates                  101
